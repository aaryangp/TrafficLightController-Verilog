**flow/run.sh**
```bash
#!/bin/bash
# OpenROAD 26Q1-2900-gdf79404cd8, Yosys 0.63+post, stock flow scripts
make -C /OpenROAD-flow-scripts/flow DESIGN_CONFIG=/design/flow/config.mk WORK_HOME=/design/flow/orfs finish
```
**flow/config.mk**
```make
export PLATFORM = sky130hd
export DESIGN_NAME = trafficlight2
export DESIGN_NICKNAME = trafficlight2
export VERILOG_FILES = /design/flow/design.v
export SDC_FILE = /design/flow/constraint.sdc
export NUM_CORES = 4
export LEC_CHECK = 1
export CORE_AREA = 10 10 70 70
export DIE_AREA = 0 0 80 80
```
**flow/constraint.sdc**
```tcl
current_design trafficlight2

set clk_period 3.3
set clk_io_pct 0.2

create_clock -name clk0 -period $clk_period [get_ports {clk}]

set non_clock_inputs [all_inputs -no_clocks]
set_input_delay [expr $clk_period * $clk_io_pct] -clock clk0 $non_clock_inputs
set_output_delay [expr $clk_period * $clk_io_pct] -clock clk0 [all_outputs]
```
**flow/design.v**
```verilog
module trafficlight2(
    input x , clk , rst ,
    output reg [1:0] highway , country 
);
parameter [1:0] GREEN = 2'b00 ;
parameter [1:0] YELLOW = 2'b01 ;
parameter [1:0] RED = 2'b10 ;
parameter [2:0] s0 = 3'b000 ;
parameter [2:0] s1 = 3'b001 ;
parameter [2:0] s2 = 3'b010 ;
parameter [2:0] s3 = 3'b011 ;
parameter [2:0] s4 = 3'b100 ;
reg [3:0] counter ;
reg [2:0] ps , ns ;
always@(posedge clk) begin
    if(rst) begin
        ps <= s0 ;
    end
    else
        ps <= ns ;
end
always @(posedge clk) begin
    if (rst)
        counter <= 4'b0000;
    else if (ps != ns)
        counter <= 4'b0000;    
    else
        counter <= counter + 1'b1;
end
always@(*) begin
    case(ps)
    s0 : begin
        highway = GREEN ;
        country = RED ;
        if(x==1) 
            ns = s1 ;
        else 
            ns = s0 ;
    end
    s1 : begin
        highway = YELLOW ;
        country = RED ;
        if(counter == 4'b0100)
        ns = s2 ;
        else 
        ns = s1 ;
    end
    s2 : begin
        highway = RED ;
        country = RED ;
        if(counter == 4'b1000)
        ns = s3 ;
        else 
        ns = s2 ;
    end
        s3 : begin
        highway = RED;
        country = GREEN ;
       if(x==0) 
            ns = s4 ;
        else 
            ns = s3 ;
    end
        s4 : begin
        highway = RED ;
        country = YELLOW ;
        if(counter == 4'b0100)
        ns = s0 ;
        else 
        ns = s4 ;
    end
    default : ns = s0 ;
    endcase
end
endmodule 
```
==> results.yml <==
# implementation run metrics
run_status:
  status: "finished clean"
synthesis:
  async_flop_share_pct: 0
  ys.flops: 11
  synth_area_per_cell_sq_um: 8.62
  ff_type: "dfxtp_1"
  synth.distinct_cells: 27
  ys_cells: 53
  top_cells_by_count: "7 x dfxtp_1, 6 x nor2_1, 5 x nor3_1"
  edf_count: 0
  yosys_warnings: 1
  synth_area_sq_um: 457
  area_leaders: "dfxtp_1 31%, dlxtn_1 13%, ha_1 5.5%"
  ys_chip_area_sq_um: 457
  synth.top_cell.area_share_pct: 30.7
  syn_inst: 53
  yosysMostFrequentCell: "dfxtp_1"
  top_area_cell: "dfxtp_1"
clock_network:
  ctsHoldBuffers: 0
  clkTransAtPathRegs_ns: 0.06
  cts_inserted_buffers: 3
  clockBufferDepth: 2
  htreeDepth: 1
  cts_setup_buffers: 0
  cts_tree: "yes"
  ctsResizeCount: 0
  insertion_delay_ns: 0.25
  cts-root-buf: "clkbuf_4"
final_timing:
  fin_hold_ws_ns: 0.506
  unclocked_pins: 4
  fmax_mhz: 559
  untimed_endpoints: 8
  slew_headroom_pct: 75.3
  finClkSkew_ns: 0.00762
  final.setup.tns_ns: 0
  rsz0062_at_grt: "false"
  fin_crit_ns: 1.79
  worst_pin_slew_ns: 0.367
  period_used_pct: 54.3
  setup_violations: 0
  drv_slew: 0
  hold_viol: 0
global_routing:
  overflow: 0
  met2_usage_pct: 3.69
  grt_max_degree: 14
  use_met1_pct: 3.58
  antenna_found_initial: 0
  grt.total_usage_pct: 2.82
  grt_use_met3_pct: 2.27
  grt_pass1_vias: 340
  busiest_layer: "met2"
  grt_pass1_wl_mm: 1.47
placement:
  place_area_sq_um: 569
  place_hpwl_um: 697
  numPortBuffers: 6
  place_congestion: 0.779
worst_setup_path:
  cp-start-kind: "primary input"
  worst_ep_required_time_ns: 3.47
  crit_slowest_cell: "clkdlybuf4s50_1"
  r2r-start: "counter[0]"
  path_cells: "clkdlybuf4s50_1 -> a21boi_1 -> a2bb2oi_1 -> a311o_1 -> nor3_1"
  cp_top_family: "buffers and inverters"
  crit_arrival_ns: 1.96
  slowest_delay_ns: 0.56
  critPathCaptureType: "flip-flop"
  path_buffers: 1
  cp_max_fo: 6
  worstSetupStartpoint: "x"
  critPathKind: "primary input to flip-flop"
route:
  viasPerCell: 3.56
  vias: 385
  ant_nets: 0
  dr.first_iter.drc_count: 19
  drtPass1Iterations: 4
  wl_per_cell_um: 8.26
  antenna-diode-count: 0
  drt-total-wl_um: 892
  drc: 0
floorplan:
  die_w_um: 80
  core_sq_um: 3420
  die_height_um: 80
  fp_util_pct: 13.4
  die-area_sq_um: 6400
  rows: 21
  num_io_pins: 7
run:
  warnings: 26
  cap_violations: 0
cells_and_area:
  postLayoutCoreUtil_pct: 17.5
  area_growth_pct: 30.7
  final_area_sq_um: 597
  drive_gt1_share_pct: 8.06
  nFillCells: 390
pwr:
  cellLeakagePower_nw: 0.217
  ir_drop_mv: 0.0645
  power_density_nw_per_um2: 314
hold_path:
  hp-class: "flip-flop to flip-flop"
  hold_path_startpoint: "counter[0]"
-- final timing paths --
check          endpoint  depth (start not counted)  slack [ns]
max          counter[3]                          5        1.51
min          counter[0]                          1        0.51
max reg2reg  counter[3]                          6        1.77
min reg2reg  counter[0]                          1        0.51
-- layer usage --
metal,routed length [um],vias to the layer above
li1,-,210
met1,431,155
met2,306,18
met3,143,2
met4,10,0
met5,0,-
-- cell usage in the layout (no fill, tap or decap), drive strengths merged, types with 2 or more instances in the layout --
cell type      instances
nand3                  2
dfxtp                  7
ha                     2
nor2                   6
nor3                   5
inv                    4
a21oi                  3
clkdlybuf4s50          6
clkbuf                 3
dlxtn                  4
o21ai                  2
-- registers in the layout, summed over array words and instances (netlist names) --
register and cells:
counter 4, country 2, highway 2, ps 3
-- worst register-to-register path, stage by stage (launching register included) --
cell and delay [ns]:
dfxtp_1 0.38, inv_1 0.06, ha_1 0.23, nand4b_1 0.14, nor2_1 0.08, a311o_1 0.38, nor3_1 0.19
-- logic make-up (layout without fill, tap and decap cells) --
family | count (synthesis) | count (layout) | synth area share (%)
adder cells (fa/ha/maj) | 2 | 2 | 5.48
AND-OR/OR-AND | 12 | 12 | 18.4
latches | 4 | 4 | 13.2
XOR/XNOR | 2 | 2 | 3.84
AND/OR/NAND/NOR | 21 | 21 | 24.1
flip-flops | 7 | 7 | 30.7
buffers and inverters | 5 | 14 | 4.38
-- report_power, final --
| part | switching, mW | leakage (nW) | total [mW] | internal [mW] |
|---|---|---|---|---|
| logic | 0.00829 | 0.111 | 0.0166 | 0.00829 |
| registers | 0.00506 | 0.0888 | 0.0932 | 0.0881 |
| clock network | 0.0334 | 0.0177 | 0.0778 | 0.0443 |
-- area by class of cell --
| cell class | instances | area, sq um | share of cell area (%) |
|---|---|---|---|
| clock buffer | 3 | 22.5 | 3.77 |
| inverter | 4 | 15.0 | 2.52 |
| clock inverter | 1 | 5.00 | 0.839 |
| timing repair buffer | 6 | 60.1 | 10.1 |
| tap | 46 | 57.6 | 9.64 |
| sequential | 11 | 200 | 33.5 |
| multi-input combinational | 37 | 236 | 39.6 |
-- through the flow --
step | power [mW] | setup WS (ns) | instances
CTS | 0.190 | 1.52 | 108
global placement | 0.111 | 1.29 | 104
finish | 0.188 | 1.51 | 108
global route | 0.199 | 1.43 | 108
floorplan | 0.106 | 1.94 | 53
detailed placement | 0.111 | 1.27 | 104
Power figures rest on the tool's default switching activity, not on a simulated workload.
