### ./config.mk
export PLATFORM = sky130hd
export DESIGN_NAME = trafficlight1
export DESIGN_NICKNAME = trafficlight1
export VERILOG_FILES = /design/flow/design.v
export SDC_FILE = /design/flow/constraint.sdc
export NUM_CORES = 4
export LEC_CHECK = 1
export CORE_AREA = 10 10 70 70
export DIE_AREA = 0 0 80 80
### ./constraint.sdc
current_design trafficlight1

set clk_period 2.7
set clk_io_pct 0.2

create_clock -name clk0 -period $clk_period [get_ports {clk}]

set non_clock_inputs [all_inputs -no_clocks]
set_input_delay [expr $clk_period * $clk_io_pct] -clock clk0 $non_clock_inputs
set_output_delay [expr $clk_period * $clk_io_pct] -clock clk0 [all_outputs]
### ./design.v
module trafficlight1(
    input clk , rst ,
    output reg [1:0] north_light , west_light , south_light , east_light 
);
parameter [1:0] GREEN = 2'b00 ;
parameter [1:0] YELLOW = 2'b01 ;
parameter [1:0] RED = 2'b10 ;
parameter [2:0] s0 = 3'b000 ;
parameter [2:0] s1 = 3'b001 ;
parameter [2:0] s2 = 3'b010 ;
parameter [2:0] s3 = 3'b011 ;
parameter [2:0] s4 = 3'b100 ;
parameter [2:0] s5 = 3'b101 ;
parameter [2:0] s6 = 3'b110 ;
parameter [2:0] s7 = 3'b111 ;
reg [2:0] ps , ns ;
reg [3:0] counter ;
always@(posedge clk) begin
    if(rst) begin
        ps <= s0 ;
    end
    else
        ps <= ns ;
end
always @(posedge clk) begin
    if (rst)
        counter <= 4'b0000;
    else if (ps != ns)
        counter <= 4'b0000;    
    else
        counter <= counter + 1'b1;
end
always@(*) begin
       case(ps)
       s0 : begin
             north_light = GREEN ;
             west_light = RED ;
             south_light = RED ;
             east_light = RED ;
             if(counter == 4'b1111) begin
                ns = s1 ;
             end 
             else begin
                ns = s0 ;
             end
            end
        s1 : begin
             north_light = YELLOW ;
             west_light = RED ;
             south_light = RED ;
             east_light = RED ;
             if(counter == 4'b0100) begin
                ns = s2 ;
             end 
             else begin
                ns = s1 ;
             end
            end
         s2 : begin
             north_light = RED ;
             west_light = GREEN ;
             south_light = RED ;
             east_light = RED ;
             if(counter == 4'b1111) begin
                ns = s3 ;
             end 
             else begin
                ns = s2 ;
             end
            end
         s3 : begin
             north_light = RED;
             west_light = YELLOW ;
             south_light = RED ;
             east_light = RED ;
             if(counter == 4'b0100) begin
                ns = s4 ;
             end 
             else begin
                ns = s3 ;
             end
            end
           s4 : begin
             north_light = RED;
             west_light = RED ;
             south_light = GREEN ;
             east_light = RED ;
             if(counter == 4'b1000) begin
                ns = s5 ;
             end 
             else begin
                ns = s4 ;
             end
            end
           s5 : begin
             north_light = RED;
             west_light = RED ;
             south_light = YELLOW ;
             east_light = RED ;
             if(counter == 4'b0100) begin
                ns = s6 ;
             end 
             else begin
                ns = s5 ;
             end
            end
           s6 : begin
             north_light = RED;
             west_light = RED ;
             south_light = RED ;
             east_light = GREEN ;
             if(counter == 4'b1000) begin
                ns = s7 ;
             end 
             else begin
                ns = s6 ;
             end
            end
           s7 : begin
             north_light = RED;
             west_light = RED ;
             south_light = RED ;
             east_light = YELLOW ;
             if(counter == 4'b0100) begin
                ns = s0 ;
             end 
             else begin
                ns = s7 ;
             end
            end
            default : ns = s0 ;
       endcase
end
endmodule 
### ./run.sh
#!/bin/bash
# OpenROAD 26Q1-2900-gdf79404cd8, Yosys 0.63+post, stock flow scripts
make -C /OpenROAD-flow-scripts/flow DESIGN_CONFIG=/design/flow/config.mk WORK_HOME=/design/flow/orfs finish
==> reports/notes.md <==
The total cells reported by yosys after synthesis is 46. Total core area: 0.003416 sq mm. The total negative setup slack came out at 0 ns.

Clock tree synthesis selected as its root buffer the cell sky130_fd_sc_hd__clkbuf_4. STA classifies the critical path startpoint as a flop. 10 I/O pins were placed. Slowest library cell on the worst path: sky130_fd_sc_hd__clkdlybuf4s50_1.

Counting distinct cell types in the post-synthesis netlist gives 24. The run gives 2.16 ns for the required arrival time at the worst endpoint. The deepest level of the CTS H-tree is 1, and the maximum buffer depth of the clock tree is 2. The run finished with clean final reports.

Overall power consumption after layout is estimated at 221.0 uW. The average instance in the mapped netlist occupies 8.568 sq um. Setup repair after global routing left no endpoint under its margin.

The antenna cell count was 0. The type of the worst setup path is flop to output port. The final timing report lists a hold violation count of 0.

For this run, the chip area from Yosys synthesis comes to 394.1 sq um. For this sky-water flow run, the detailed-routed wirelength per cell is reported as 7.686 um. The tools report the initial antenna violation count as 0.

The longest incremental delay of any stage on the critical path is reported as 0.47 ns. Total power normalized to cell area comes to 388.2 mW/mm^2. The total area of sequential cells is 140.1 sq um. For this run, the detailed router's first-pass iteration total came to 4.

For the worst slew margin relative to its limit, the log shows 0.7636. After layout, the minimum clock period comes to 2.073 ns. The via count normalized by instance count was 3.352; the clock sink count was 7. The detailed router used layers up to and including met3. For the synthesized instance count, the log shows 46. After filler insertion, the fill cell instance count of the layout stands at 394.

The synthesized design contains 0 enable-type register cells. The run gives 0.008170 ns as the clock skew after layout. Leaving out buffers and inverters, the combinational logic in the layout accounts for 239.0 sq um. The mux share of post-synthesis cell area is 0, and the number of endpoints failing setup at the final stage is 0. The wire length recorded after detailed routing is 807 um. After clock tree synthesis, the setup repair step added 0 buffers. Static timing analysis puts the maximum clock frequency at 482.5 MHz. The share of cells above drive strength 1 was 0.1186. Starting utilization of the core area: 0.1154.

TritonCTS built the clock tree. Entering global routing, the biggest net connects 11 pins. The tools report the total die size as 0.006400 sq mm. The worst setup path is captured at an output port. The script parses the final routing iteration and logs DRC violations as 0. The run gives 0.00006662 V for the maximum resistive drop on vdd. The number of maximum-capacitance constraint violations is 0. Among all flip-flop cells after synthesis, the most frequent one is sky130_fd_sc_hd__dfxtp_1. The worst-path maximum fanout came out at 8.

In the per-layer breakdown of the detailed-route log, met1 shows 400 um. The simple-gate share of the synthesized area was 0.3460; the fraction of registers with async set or reset after synthesis was 0. At the pin with the least slew margin, the transition time is 0.3547 ns. The global router's overall resource usage was 0.02416; the number of nets with antenna violations after routing was 0. Sum of buffers and inverters on the critical path: 1. Routability-driven placement finished with a final weighted congestion of 0.7968. The height of the chip is 80 um. The port buffer count works out to 9. The tools report the final core utilization as 0.1667.

The logs give 394.1 sq um for the area of the mapped netlist and 0 for the total of cells resized after clock tree synthesis. For the first-pass GRT wire length, the log shows 1373 um. The chip width is 80 um. Counting the buffers created by CTS gives 3. The post-CTS clock slew at the launch and capture registers of the worst setup and hold paths came out at 0.06 ns. The most common library cell in the layout ignoring fill and taps is sky130_fd_sc_hd__clkdlybuf4s50_1.

The static leakage is 0.1960 nW. The placement row count was 21. The synthesis run identifies the leading combinational cell family as simple AND/OR/NAND/NOR gates. The run gives 352 for the number of vias after detailed routing. The tool warning count for the run is 26.

Summed over all nets, wire length on met2 after detailed routing comes to 352 um. The fraction of the mapped netlist area in adder cells was 0.06349. Per STA, the worst path is made up of or2_2, nor2_1, clkdlybuf4s50_1. Kind of cell with the highest combined delay on the critical path: buffers and inverters. The total length of routed met3 wires is 54 um. The final critical-path share of the clock period works out to 0.7677. Per the cell usage report, the commonest logic cells after layout are 9 x sky130_fd_sc_hd__clkdlybuf4s50_1, 7 x sky130_fd_sc_hd__dfxtp_1, 4 x sky130_fd_sc_hd__nor2_1, 4 x sky130_fd_sc_hd__inv_1. Area fraction in xor and xnor cells: 0.06667. The tools report the portion of the post-synthesis area used by sequential elements as 0.3556. The clock reaches the later pin of the worst-skew pair after 0.25 ns. The number of synthesized register bits works out to 7.

The logs give 335 for the number of global-route vias before repair and 0 for the number of hold buffers added after CTS. The synthesized-area fraction occupied by ao, oa, aoi and oai cells is 0.1302. For this block, the initial DRC count from the detailed router was 19. With the data arrival time of the critical path at 1.53 ns, the final-report max-slew violation count is 0.

Global routing finished with a remaining overflow of 0. With the final HPWL from detailed placement at 657.9 um, the number of warnings issued by yosys is 1. The class of the most critical hold timing path was flop to flop. The flow measured a signed area growth from synthesis to layout of 44.44%.
-- synth_stat cells (all sizes together), types with 2 or more instances --
cell type	count	area (sq um)
dfxtp	7	140.1
a21oi	2	10.01
nand4b	3	26.28
nor3	3	15.01
nand3b	2	15.01
xor2	2	17.52
nor2	4	15.01
nand2b	2	12.51
inv	4	15.01
ha	2	25.02
nand2	3	13.77
-- logic make-up (layout without fill, tap and decap cells) --
logic type,Yosys count,in the layout
compound gates,7,7
xor+xnor,3,3
fa+ha+maj,2,2
buf+inv,4,17
flops,7,7
simple gates,23,23
-- state kept, by name, indices dropped and copies added (netlist names) --
signal	count
ps	3
counter	4
-- layout make-up --
| cell class | count | area share |
|---|---|---|
| Multi-Input combinational cell | 35 | 0.4198 |
| Clock inverter | 1 | 0.008791 |
| Timing Repair Buffer | 9 | 0.1582 |
| Tap cell | 46 | 0.1011 |
| Sequential cell | 7 | 0.2462 |
| Clock buffer | 3 | 0.03956 |
| Inverter | 4 | 0.02637 |
-- where the power goes --
| part | switching [mW] | internal [mW] |
|---|---|---|
| Clock | 0.0396 | 0.0541 |
| Combinational | 0.00773 | 0.00809 |
| Sequential | 0.00423 | 0.107 |
-- per-layer routing --
layer | GRT usage | vias up
li1 | - | 185
met1 | 0.03286 | 160
met2 | 0.03692 | 7
met3 | 0.005682 | 0
met4 | 0.007042 | 0
met5 | 0 | -
-- stage by stage --
| stage | hold WS (ns) | setup WS [ns] | instances | instance area [sq um] |
|---|---|---|---|---|
| floorplan | 0.4511 | 1.439 | 46 | 394.1 |
| global placement | 0.4663 | 0.8954 | 101 | 541.8 |
| detailed placement | 0.4798 | 0.8766 | 101 | 541.8 |
| CTS | 0.4935 | 0.6092 | 105 | 569.3 |
| global route | 0.5321 | 0.5135 | 105 | 569.3 |
| finish | 0.4920 | 0.6273 | 105 | 569.3 |
-- worst paths after layout --
path	start	to	slack [ns]	cells past startpoint
hold / removal	counter[0]	counter[0]	0.49	1
setup / recovery	ps[1]	north_light[0]	0.63	3
setup reg to reg	counter[0]	counter[3]	1.38	4
hold reg to reg	counter[0]	counter[0]	0.49	1
Power figures rest on the tool's default switching activity, not on a simulated workload.
